==> /design/flow/design.v <==
`timescale 1ns / 1ps
module PC(clock, ldPC, PCinc, add, execadd);
input clock;
input ldPC;
input PCinc;
input [11:0] add;
output [11:0] execadd;
reg [11:0] execadd;
reg [11:0] temp;
always@( posedge clock)
begin
	if (ldPC == 0 && PCinc == 0) 
	begin
	temp <= 12'h000;
	end
	else if (ldPC == 1 && PCinc == 0 ) 
	begin
	temp <= add;
	end
	else if (ldPC == 0 && PCinc == 1 ) 
	begin
	temp <= temp + 12'h001;
	end
	else begin
	temp <= temp;
	end
	execadd <= temp;
end
endmodule
==> /design/flow/run.sh <==
#!/bin/bash
# OpenROAD 26Q1-2900-gdf79404cd8, Yosys 0.63+post, stock flow scripts
make -C /OpenROAD-flow-scripts/flow DESIGN_CONFIG=/design/flow/config.mk WORK_HOME=/design/flow/orfs finish
==> /design/flow/config.mk <==
export PLATFORM = sky130hd
export DESIGN_NAME = PC
export DESIGN_NICKNAME = PC
export VERILOG_FILES = /design/flow/design.v
export SDC_FILE = /design/flow/constraint.sdc
export NUM_CORES = 4
export LEC_CHECK = 1
export CORE_AREA = 10 10 102 102
export DIE_AREA = 0 0 112 112
==> /design/flow/constraint.sdc <==
current_design PC

set clk_period 3.0
set clk_io_pct 0.2

create_clock -name clk0 -period $clk_period [get_ports {clock}]

set non_clock_inputs [all_inputs -no_clocks]
set_input_delay [expr $clk_period * $clk_io_pct] -clock clk0 $non_clock_inputs
set_output_delay [expr $clk_period * $clk_io_pct] -clock clk0 [all_outputs]
==> impl_metrics.yaml <==
# yosys + openroad results
critical_path:
  reg2regPathDepth: 5
  worst_path_dominant_cell_family: "simple AND/OR/NAND/NOR gates"
  reg2reg_to: "temp[6]"
  reg_to_reg_setup_timing_slack_ns: 1.41
  timing.critical_path.slowest_stage_cell: "sky130_fd_sc_hd__ha_1"
  r2r_start: "temp[0]"
  crit_chain: "clkdlybuf4s50_1 > inv_1 > ha_1 > nor2b_1 > and2b_1 > mux2i_1 > a21oi_1"
  critical_path.max_stage_delay_ns: 0.64
  setup.worst_path.end_class: "flip-flop"
  critPathLaunchType: "input pin"
  crit_type: "input pin to flip-flop"
  highest_net_fanout_along_the_worst_path: 21
  worstPathBufferInverterCount: 2
  cp.required_ns: 3.20
  critical_path_arrival_ns: 2.62
pwr:
  p_comb_share_pct: 18.5
  pwr-share-clk_pct: 33.1
  power.density_nw_per_um2: 586
  fraction_of_power_consumed_by_sequential_logic_pct: 48.4
  p_leak_nw: 0.523
  vdd_ir_drop_max_mv: 0.247
  sw_share_pct: 23.5
  net_switching_power_uw: 198
  internal_power_uw: 644
synthesis:
  most_common_flop_cell_mapped_by_yosys: "sky130_fd_sc_hd__dfxtp_1"
  synth_cell_types: 35
  netlist_area_sq_um: 1000
  async_flop_share_pct: 0
  yosysTopAreaCellShare_pct: 47.8
  synth.largest_area_cell: "sky130_fd_sc_hd__dfxtp_1"
  top_cells_by_area: "sky130_fd_sc_hd__dfxtp_1 48%, sky130_fd_sc_hd__ha_1 3.7%, sky130_fd_sc_hd__nor2_1 3.7%"
  sequential_area_share_after_synthesis_pct: 47.8
  number_of_cell_instances_after_yosys_synthesis: 102
  syn_inst: 102
  yosys-stat-area_sq_um: 1000
  numSynthFlops: 24
  synth-warning-count: 1
  enable_flop_cells: 0
  synth.avg_cell_area_sq_um: 9.85
layout:
  final_layout_size_suffix_gt1_share_pct: 7.87
  comb_area_sq_um: 478
  utilization_pct: 17.5
  area.growth.synth_to_final_pct: 43.0
  fillCellCount: 897
  seq_area_sq_um: 480
  post-route-cell-area_sq_um: 1440
drt:
  routed_via_density: 3.76
  drt_antenna_net_count: 0
  route.vias.total: 872
  detail_route.first_pass.iterations: 5
  initialDrtViolationCount: 54
  routed_wirelength_mm: 2.70
  n_antenna_cell: 0
  drc: 0
  wl_per_cell_um: 11.6
timing:
  total_negative_setup_slack_ns: 0
  setup_viols_final: 0
  timing.slew.headroom_pct: 51.9
  post-route-min-period_ns: 2.43
  final-max-slew-violation-count: 0
  setup_repair_after_global_routing_missed_its_margin: "no"
  tightest_slew_ns: 0.722
  maxClockFrequency_mhz: 412
  hold_violations: 0
  fin_skew_ns: 0.00155
  timing.final.crit_share_pct: 80.9
global_route:
  vias_in_the_first_global_route: 789
  antenna_found_initial: 0
  grt_max_degree: 22
  globalRouteOverflowTotal: 0
  overall_global_routing_usage_pct: 4.25
  grt_first_pass_wirelength_mm: 4.43
die:
  floorplan.core_area_sq_um: 8220
  core_util_floorplan_pct: 12.2
  die_area_sq_um: 12500
  dieWidth_um: 112
  row_count: 33
  floorplan.io_pins: 27
  fp.dieH_um: 112
clocking:
  tritoncts_clock_tree: "done"
  cts-resized-gates: 0
  clk_latency_ns: 0.26
  cts_inserted_buffers: 3
  cts_root_buffer: "sky130_fd_sc_hd__clkbuf_8"
  cts_setup_buffers: 0
  clk_pin_slew_ns: 0.08
  clockBufferDepth: 2
  hold_buffers: 0
  htreeDepth: 1
  clock-sinks: 24
worst_hold_path:
  min-delay-path-class: "flip-flop to flip-flop"
  hold_path_end: "execadd[11]"
  hold_path_startpoint: "temp[11]"
  hold_depth: 0
place:
  port_buffers: 26
  detailed_place_hpwl_mm: 2.07
  gpl.final_weighted_congestion: 0.779
  post_dp_cell_area_sq_um: 1370
job:
  tool_warnings: 26
  maxCapViolations: 0
status:
  status: "complete, no violations"
-- cell usage after synthesis (2+ instances only) --
| master | n |
|---|---|
| sky130_fd_sc_hd__dfxtp_1 | 24 |
| sky130_fd_sc_hd__nor2_1 | 10 |
| sky130_fd_sc_hd__o21ai_0 | 7 |
| sky130_fd_sc_hd__nand2_1 | 5 |
| sky130_fd_sc_hd__a211oi_1 | 4 |
| sky130_fd_sc_hd__a21oi_1 | 4 |
| sky130_fd_sc_hd__inv_1 | 4 |
| sky130_fd_sc_hd__nor2b_1 | 4 |
| sky130_fd_sc_hd__a22oi_1 | 3 |
| sky130_fd_sc_hd__a311oi_1 | 3 |
| sky130_fd_sc_hd__and3_1 | 3 |
| sky130_fd_sc_hd__buf_2 | 3 |
| sky130_fd_sc_hd__ha_1 | 3 |
| sky130_fd_sc_hd__a22o_1 | 2 |
| sky130_fd_sc_hd__mux2i_1 | 2 |
| sky130_fd_sc_hd__nand4_1 | 2 |
-- cell families after synthesis --
logic type	after synthesis	synth area share, %
AND-OR/OR-AND	31	22.5
adder cells (fa/ha/maj)	3	3.74
buffers and inverters	9	4.61
flip-flops	24	47.8
multiplexers	2	1.99
AND/OR/NAND/NOR	33	19.3
-- area by class of cell --
type,instances,share of cell area (%)
Sequential cell,24,33.4
Multi-Input combinational cell,69,33.3
Timing Repair Buffer,26,18.1
Tap cell,105,9.15
Clock buffer,3,2.87
Clock inverter,1,2.09
Inverter,4,1.05
-- worst max path at each step --
| stage | from | endpoint | slack [ns] | depth (start not counted) |
|---|---|---|---|---|
| after CTS | ldPC | temp[11] | 0.61 | 7 |
| final | ldPC | temp[11] | 0.57 | 7 |
| after global routing | ldPC | temp[11] | 0.44 | 7 |
-- power groups by stage --
stage | sequential, mW | combinational (mW) | clock [mW]
CTS | 0.408 | 0.159 | 0.290
global route | 0.415 | 0.176 | 0.305
finish | 0.408 | 0.156 | 0.278
-- sequential cells by signal, summed over array words and instances, names as in the netlist --
signal   cells
execadd     12
temp        12
-- layout by cell type (no fill, tap or decap), drive strengths merged, types with 4 or more instances in the layout --
master         synthesis  layout
o21ai                  7       7
and3                   4       4
nand2                  5       5
a21oi                  4       4
clkdlybuf4s50          0      26
nor2                  11      11
dfxtp                 24      24
inv                    4       4
a211oi                 4       4
nor2b                  4       4
-- per-stage QoR --
| stage | instances | setup slack (ns) | hold slack (ns) | total power, mW |
|---|---|---|---|---|
| after floorplan | 102 | 1.37 | 0.350 | 0.478 |
| after global placement | 228 | 0.421 | 0.378 | 0.571 |
| after detailed placement | 228 | 0.356 | 0.372 | 0.572 |
| after CTS | 232 | 0.608 | 0.390 | 0.857 |
| after global routing | 232 | 0.443 | 0.405 | 0.897 |
| final | 232 | 0.574 | 0.388 | 0.842 |
-- metal layers --
layer	GRT usage (%)	wire length, um	up-vias
li1	-	-	431
met4	0.254	17	0
met5	0	0	-
met3	1.47	158	2
met1	6.16	1390	408
met2	6.22	1130	31
Power figures rest on the tool's default switching activity, not on a simulated workload.
