<file path="flow/config.mk">
export PLATFORM = sky130hd
export DESIGN_NAME = mux_A
export DESIGN_NICKNAME = mux_A
export VERILOG_FILES = /design/flow/design.v
export SDC_FILE = /design/flow/constraint.sdc
export NUM_CORES = 4
export LEC_CHECK = 1
export CORE_AREA = 10 10 94 94
export DIE_AREA = 0 0 104 104
</file>
<file path="flow/constraint.sdc">
current_design mux_A

set clk_period 1.0
set clk_io_pct 0.2

create_clock -name clk0 -period $clk_period [get_ports {CLK}]

set non_clock_inputs [all_inputs -no_clocks]
set_input_delay [expr $clk_period * $clk_io_pct] -clock clk0 $non_clock_inputs
set_output_delay [expr $clk_period * $clk_io_pct] -clock clk0 [all_outputs]
</file>
<file path="flow/design.v">
`timescale 1ns / 1ps
module mux_A (CLK,I1,I2,SEL,OUTA);
input CLK;
input [31:0] I1;  
input [15:0] I2;  
input SEL;
output reg[31:0] OUTA;
reg [31:0] outA;
always@(posedge CLK)
begin
	if (SEL == 1 ) 
	begin
	OUTA <= I1;
	end
	else if (SEL == 0)
	 begin
	OUTA <= {16'b0000000000000000,I2};
	end
end
endmodule
</file>
<file path="flow/run.sh">
#!/bin/bash
# OpenROAD 26Q1-2900-gdf79404cd8, Yosys 0.63+post, stock flow scripts
make -C /OpenROAD-flow-scripts/flow DESIGN_CONFIG=/design/flow/config.mk WORK_HOME=/design/flow/orfs finish
</file>
==> impl_metrics.csv <==
group,metric,value,unit
global_route,overflow,0,
drt,highest_layer,"met4",
logic_synthesis,top_logic_kind,"multiplexers",
cells_and_area,syn_to_final_growth,105,%
logic_synthesis,synth.largest_area_cell,"dfxtp_1",
logic_synthesis,yosys-stat-area,948,um2
setup_path,path_max_fanout,1,
place,io_buffers,81,
cells_and_area,regMostFlops,"OUTA",
sta,period_minus_slack,0.951,ns
logic_synthesis,ys_warn_count,1,
cells_and_area,design_area,1950,um2
logic_synthesis,compound_area_frac,0,
floorplan,fp_util,0.139,
logic_synthesis,yosys-mux-area-fraction,0.190,
logic_synthesis,synth_adder_area_share,0,
logic_synthesis,seq_area_frac_synth,0.675,
drt,wl_met1,1.19,mm
pwr,powerDensity,1460,nW/um2
sta,maxSlewViolCount,0,
logic_synthesis,yosys.area_share.simple,0.106,
drt,wl_per_cell,12.1,um
drt,first_iter_violations,2,
cells_and_area,fin_util,0.285,
logic_synthesis,synth_cell_type_count,5,
drt,wirelength,3.03,mm
logic_synthesis,async_flop_share,0,
drt,wl_met2,1.39,mm
setup_path,cpMaxStageDelayCell,"dfxtp_1",
setup_path,path_class,"reg2out",
global_route,gr-usage-all-layers,0.0554,
sta,period_used_share,0.951,
sta,tightestPinTransition,0.143,ns
sta,grt_setup_unrepaired,"false",
place,gp_congestion,0.641,
sta,hold_viol,0,
sta,layout_setup_ws,0.0487,ns
flow_run,warnings,25,
logic_synthesis,avgSynthCellArea,14.2,um2
drt,vias,784,
cells_and_area,largest_reg_flops,32,
hold_path,hold_class,"in2reg",
global_route,grt_pass1_wl,4.77,mm
pwr,p_total,0.00284,W
logic_synthesis,top_cell,"dfxtp_1",
logic_synthesis,synthTopCellsByArea,"dfxtp_1, mux2_2, and2_1",
logic_synthesis,top_cell_area_share,0.675,
setup_path,path_cells,"clkdlybuf4s15_1",
global_route,grt_max_degree,15,
drt,antenna-diode-count,0,
logic_synthesis,common_cells,"dfxtp_1, and2_1, mux2_2",
drt,wl_met3,426,um
floorplan,dieArea,10800,um2
sta,clock.fmax,1.05,GHz
logic_synthesis,netlist_area,948,um2
drt,firstDrtPassIters,2,
cts,cts-root-buf,"clkbuf_8",
drt,drc,0,
sta,setup_violations,0,
logic_synthesis,synth-edff-count,0,
drt,avgViaCountPerCell,3.12,
cts,cts_setup_buffers,0,
setup_path,cp.required,0.80,ns
place,dp_hpwl,2.43,mm
setup_path,cp_top_family,"flip-flops",
place,placed_area,1880,um2
cts,clock-sinks,32,
cells_and_area,drive_gt1_frac,0.310,
logic_synthesis,flop_cell,"dfxtp_1",
pwr,power_leakage,0.793,nW
cts,clock_path_buffers,2,
global_route,antenna_found_initial,0,
floorplan,dieWidth,104,um
cts,cts_tree,"built",
flow_run,drv_cap,0,
floorplan,fp-row-count,30,
setup_path,crit_buf_inv,1,
logic_synthesis,synth-seq-cells,32,
cts,htree_levels,2,
cts,numCtsBuffers,5,
hold_path,holdPathStages,2,
floorplan,io_pins,82,
place,pre_cts_ws,-0.379,ns
setup_path,crit_path_start_kind,"register",
pwr,vdd.ir_drop.worst,0.594,mV
floorplan,core_region_area,6830,um2
logic_synthesis,yosys_cells,67,
drt,ant_nets,0,
setup_path,cp-end-kind,"output pin",
setup_path,cp.arrival,0.75,ns
setup_path,cp.depth,1,
cts,clkTransAtPathRegs,0.06,ns
sta,relSlewSlack,0.904,
global_route,grt_pass1_vias,897,
setup_path,cp_slowest_stage_delay,0.31,ns
floorplan,die_h,104,um
sta,finalSetupTns,0,ns
cells_and_area,largestRegisters,"OUTA x32",
logic_synthesis,syn_inst,67,
outcome,status,"completed",
logic_synthesis,xor_share,0,
## path summary, 6_finish.rpt
check,slack (ns),endpoint,from
worst max-delay path,0.05,OUTA[19],OUTA[19]
worst min-delay path,0.50,OUTA[27],I1[27]
## stage by stage
| step | instances | hold WS [ns] |
|---|---|---|
| after floorplan | 67 | 0.327 |
| after global placement | 243 | 0.785 |
| after detailed placement | 243 | 0.787 |
| after CTS | 251 | 0.485 |
| after global routing | 251 | 0.491 |
| final | 251 | 0.496 |
## cells by family (layout without fill, tap and decap cells)
| kind of cell | count (synthesis) | count (layout) |
|---|---|---|
| simple gates | 16 | 16 |
| flops | 32 | 32 |
| buf+inv | 3 | 91 |
| mux | 16 | 16 |
## timing repair
item / in CTS / in global routing
setup endpoints to repair: 48 / 16
resized: 70 / 19
cloned: 1 / 0
pin swaps: 0 / 0
hold buffers: 0 / 0
## per-layer routing
| metal | global-route usage | vias up |
|---|---|---|
| met5 | 0 | - |
| met4 | 0.00696 | 0 |
| met3 | 0.0382 | 5 |
| met2 | 0.0887 | 49 |
| met1 | 0.0608 | 339 |
| li1 | - | 391 |
## power by group
part / leakage [nW] / switching (W) / internal [W]
Clock: 0.0503 / 0.000441 / 0.000612
Combinational: 0.474 / 0.0000753 / 0.000326
Sequential: 0.269 / 0.0000185 / 0.00137
Total: 0.793 / 0.000535 / 0.00230
## cell usage in the layout (no fill, tap or decap)
cell type        netlist  layout
clkdlybuf4s50_1        0      48
dfxtp_1               32      24
clkdlybuf4s15_1        0      18
mux2_2                16      16
and2_1                16      16
clkbuf_2               0      12
dfxtp_2                0       8
clkbuf_8               0       7
buf_2                  1       2
bufbuf_16              0       1
dlygate4sd2_1          0       1
buf_4                  0       1
buf_12                 0       1
## area by class of cell
type                    instances  area [um2]
fillers                       730        4880
repair buffers                 84         800
flip-flops and latches         32         651
multi-input cells              32         280
well taps                      96         120
clock buffers                   7        96.3
No activity file was given, so power comes from the tool's default toggle rates.
